--- /design/flow/config.mk ---
export PLATFORM = sky130hd
export DESIGN_NAME = branchAdder
export DESIGN_NICKNAME = branchAdder
export VERILOG_FILES = /design/flow/design.v
export SDC_FILE = /design/flow/constraint.sdc
export NUM_CORES = 4
export LEC_CHECK = 1
export CORE_UTILIZATION = 30
--- /design/flow/constraint.sdc ---
current_design branchAdder

set clk_period 23.9
set clk_io_pct 0.2

create_clock -name clk0 -period $clk_period

set non_clock_inputs [all_inputs -no_clocks]
set_input_delay [expr $clk_period * $clk_io_pct] -clock clk0 $non_clock_inputs
set_output_delay [expr $clk_period * $clk_io_pct] -clock clk0 [all_outputs]
--- /design/flow/design.v ---
module branchAdder(
    input wire [31:0] PC,
    input wire [31:0] offset,
    output wire [31:0] PC4,
    output wire [31:0] branchTgt
);
    assign PC4 = PC + 4;
    assign branchTgt = PC4 + offset;
endmodule
--- /design/flow/run.sh ---
#!/bin/bash
# OpenROAD 26Q1-2900-gdf79404cd8, Yosys 0.63+post, stock flow scripts
make -C /OpenROAD-flow-scripts/flow DESIGN_CONFIG=/design/flow/config.mk WORK_HOME=/design/flow/orfs finish
==> impl_metrics.env <==
# implementation run metrics
export IMPL_status="finished clean"
export IMPL_hold_class="in -> out"
export IMPL_fmaxAchievable_ghz=0.0741
export IMPL_ys_sh_xor_pct=22.5
export IMPL_fin_crit_sh_pct=56.4
export IMPL_largest_area_cell="ha_1"
export IMPL_setup_tns_ns=0
export IMPL_p_comb_share_pct=100.0
export IMPL_slew_viol_final=0
export IMPL_routed_wl_um=7570
export IMPL_ys_sh_adder_pct=18.9
export IMPL_detailed_place_hpwl_um=6760
export IMPL_cp_data_arrival_time_ns=8.71
export IMPL_vias=2746
export IMPL_n_antenna_cell=0
export IMPL_area_growth_pct=58.8
export IMPL_dr_wl_met2_um=3420
export IMPL_wl_per_cell_um=13.8
export IMPL_worst_setup_path_start_kind="input port"
export IMPL_hold_viol_final=0
export IMPL_ys_warn_count=0
export IMPL_row_count=31
export IMPL_grt_util_all_layers_pct=18.8
export IMPL_tightest_slew_ns=0.486
export IMPL_common_cells="nand2_1 (45), a21oi_1 (38), xnor2_1 (35), ha_1 (33), xor2_1 (22)"
export IMPL_setup_viol=0
export IMPL_drc_errors=0
export IMPL_first_global_vias=2570
export IMPL_ir_drop_mv=0.0122
export IMPL_maxCapViolCount=0
export IMPL_worst_ep_required_time_ns=19.12
export IMPL_grt_pass1_wl_um=11700
export IMPL_power_leakage_uw=0.00148
export IMPL_globalplace_congestion=0.835
export IMPL_grt_overflow_total=0
export IMPL_drive_gt1_share_pct=3.33
export IMPL_postSynthCellCount=335
export IMPL_grt_max_degree=9
export IMPL_n_clock_buffer=0
export IMPL_seq_area_frac_synth_pct=0
export IMPL_ctsResizeCount=0
export IMPL_cts_setup_buffers=0
export IMPL_power_frac_clock_pct=0
export IMPL_power_frac_seq_pct=0
export IMPL_viasPerCell=4.99
export IMPL_firstDrtPassIters=4
export IMPL_drtIter0Drc=111
export IMPL_flop_area_um2=0
export IMPL_warnings=33
export IMPL_ant_nets=0
export IMPL_core_um2=7330
export IMPL_crit_fanout=7
export IMPL_yosys_stat_cells=335
export IMPL_flops=0
export IMPL_top_logic_kind="simple AND/OR/NAND/NOR gates"
export IMPL_die_h_um=89.4
export IMPL_ioPinCount=128
export IMPL_powerDensity_nw_per_um2=26.1
export IMPL_yosysUniqueCellTypes=47
export IMPL_cellInternalPower_uw=56.5
export IMPL_rsz0062_at_grt="false"
export IMPL_mux_area_share_pct=0
export IMPL_switching_share_pct=40.5
export IMPL_fin_util_pct=49.6
export IMPL_die_w_um=89.4
export IMPL_netSwitchingPower_uw=38.5
export IMPL_met1Wirelength_um=3820
export IMPL_yosys_area_share_simple_pct=28.9
export IMPL_synth_area_yosys_um2=2290
export IMPL_detailroute_wirelength_met3_um=321
export IMPL_io_buffer_count=128
export IMPL_cts_hold_buf=0
export IMPL_critPathCaptureType="output pin"
export IMPL_chip_area_um2=7990
export IMPL_yosysMostFrequentCell="nand2_1"
export IMPL_ys_sh_aoi_pct=25.2
export IMPL_synth_top_cell_area_share_pct=18.0
export IMPL_synthesis_area_um2=2290
export IMPL_period_needed_ns=13.49
export IMPL_antenna_found_initial=0
export IMPL_slew_headroom_pct=67.4
export IMPL_fp_util_pct=31.3
export IMPL_top_layer="met3"
export IMPL_syn_avg_cell_area_um2=6.84
export IMPL_critical_path_class="in -> out"
export IMPL_synth_area_top_cells="ha_1 (18%), xnor2_1 (13%), xor2_1 (8.4%)"
## metrics by stage
step	hold slack [ns]	instances	setup WS (ns)	cell area, um^2	power, uW
detailed placement	10.39	550	10.41	3640	95.0
finish	10.39	550	10.41	3640	95.0
global placement	10.40	550	10.45	3640	95.6
global route	10.43	550	10.03	3640	105
floorplan	9.58	335	11.89	2290	42.1
CTS	10.40	550	10.40	3640	95.8
## final cells by class
class / count / area (um^2)
multi-input combinational: 311 / 2190
timing repair buffer: 128 / 1280
inverter: 12 / 45.0
fill: 714 / 3690
tap: 99 / 124
## worst max-delay path, stage by stage
cell and delay, ns:
clkdlybuf4s50_1 0.60, ha_1 0.25, and2_4 0.19, nand4_2 0.19
or3_4 0.47, xnor2_1 0.25, ha_1 0.38, a21o_1 0.22
a21oi_1 0.18, o21ai_0 0.12, a21o_1 0.18, a21oi_1 0.13
o31ai_1 0.11, xnor2_1 0.17, clkdlybuf4s50_1 0.47
## power by group through the flow
stage	clock network [uW]	registers (uW)	logic [uW]
CTS	0	0	95.8
global route	0	0	105
finish	0	0	95.0
## routing by layer
layer,GRT usage [%],up-vias
met4,0.144,0
met2,31.4,74
met3,1.12,0
li1,-,1447
met1,28.3,1225
met5,0,-
## cells by family after synthesis
| group | count (synthesis) |
|---|---|
| simple gates | 125 |
| compound gates | 94 |
| xor+xnor | 58 |
| fa+ha+maj | 34 |
| buf+inv | 24 |
## placed cells by master, fill, tap and decap left out, drive strengths merged, types with 3 or more instances in the layout
cell type and n:
a21o 11, a21oi 38, a31oi 3, and2 3
and3 3, and4 3, clkdlybuf4s50 128, ha 33
inv 12, nand2 45, nand2b 3, nand3 23
nand4 12, nor2 21, nor2b 3, nor3 3
o211ai 5, o21ai 20, o21bai 4, xnor2 36
xor2 22
## path summary, 6_finish.rpt
path | start | to | slack, ns | cells after the start
max | PC[2] | branchTgt[31] | 10.41 | 15
min | PC[0] | PC4[0] | 10.39 | 2
Power is estimated from default activity; no workload was simulated.
