==> flow/design.v <==
module ProgramCounter(
    input wire clk,
    input wire [31:0] newPC,
    output wire [31:0] currPC
);
    reg [31:0] PC;
    always @(posedge clk) begin
        PC <= newPC;
    end
    assign currPC = PC;
endmodule
==> flow/run.sh <==
#!/bin/bash
# OpenROAD 26Q1-2900-gdf79404cd8, Yosys 0.63+post, stock flow scripts
make -C /OpenROAD-flow-scripts/flow DESIGN_CONFIG=/design/flow/config.mk WORK_HOME=/design/flow/orfs finish
==> flow/config.mk <==
export PLATFORM = sky130hd
export DESIGN_NAME = ProgramCounter
export DESIGN_NICKNAME = ProgramCounter
export VERILOG_FILES = /design/flow/design.v
export SDC_FILE = /design/flow/constraint.sdc
export NUM_CORES = 4
export LEC_CHECK = 1
export CORE_AREA = 10 10 72 72
export DIE_AREA = 0 0 82 82
==> flow/constraint.sdc <==
current_design ProgramCounter

set clk_period 1.0
set clk_io_pct 0.2

create_clock -name clk0 -period $clk_period [get_ports {clk}]

set non_clock_inputs [all_inputs -no_clocks]
set_input_delay [expr $clk_period * $clk_io_pct] -clock clk0 $non_clock_inputs
set_output_delay [expr $clk_period * $clk_io_pct] -clock clk0 [all_outputs]
==> job_summary.md <==
### Metrics collected by this job

| Metric | Value |
|---|---|
| Switching Power | `0.000447 W` |
| Total of flip-flops plus latches after synthesis | `32` |
| Crit Path Max Fanout | `1` |
| Post-Synthesis Cells | `32` |
| Via count of the first global-routing pass | `516` |
| Port Buffers | `64` |
| Combinational share of power | `7.7%` |
| Total number of clock tree sinks | `32` |
| Wire length reported by the detailed router | `1.94 mm` |
| Total routing resource utilization after global routing | `5.74%` |
| Maximum level of the CTS H-tree | `2` |
| Largest vdd supply drop | `683 uV` |
| Outcome | `finished, final reports clean` |
| Netlist area before placement | `641 um2` |
| Average cell area after synthesis | `20.0 um2` |
| Total internal power | `0.00208 W` |
| Core outline area | `3690 um2` |
| Slowest Stage Delay on Critical Path | `0.31 ns` |
| Cell type of the slowest stage on the worst timing path | `sky130_fd_sc_hd__dfxtp_1` |
| Tally of OpenROAD warnings | `25` |
| Critical Path AT | `0.75 ns` |
| Family of cells with the greatest summed delay on the critical path | `flip-flops` |
| Worst setup path startpoint | `PC[9]` |
| Number of max-slew violations in the final report | `0` |
| CTS Buf Count | `5` |
| Buffer levels on the longest clock path | `2` |
| Total power density per cell area | `1820 nW/um2` |
| Buffers inserted by post-CTS timing repair | `0` |
| Largest registers | `PC x32` |
| Width of the die | `82 um` |
| Critical-path cell list | `clkdlybuf4s15_1` |
| Largest net degree at the start of global routing | `10` |
| TritonCTS clock tree | `done` |
| Die span in y | `82 um` |
| 1st-iter DRT viols | `4` |
| Crit share post-route | `95.3%` |
| Kind of critical path | `flip-flop to output port` |
| Sw frac | `17.7%` |
| Final total power | `0.00253 W` |
| Vias after detailed routing | `495` |
| Setup slack after placement | `0.0343 ns` |
| Hold Vio Cnt, Final | `0` |
| Fraction of layout instances using a drive strength above 1 | `27.9%` |
| First-pass GRT wire length | `2.85 mm` |
| Number of diodes | `0` |
| CTS root buffer | `sky130_fd_sc_hd__clkbuf_8` |
| CP Buf/Inv Count | `1` |
| Summed area of non-filler cells in the final layout | `1390 um2` |
| Worst-Margin Slew | `0.0691 ns` |
| Unique masters post-synth | `1` |
| Critical hold path startpoint | `newPC[19]` |
| CP startpoint kind | `flip-flop` |
| Post-synth area from yosys stat | `641 um2` |
| Worst hold path class | `primary input to flip-flop` |
| Final estimated routing congestion in global placement | `0.779` |
| Register name with the most flops | `PC` |
| Final worst slack | `0.0469 ns` |
| Combined area of the multi-input logic cells | `0 um2` |
| Kind of end point of the critical path | `output port` |
| Number of flip-flops under the largest register name | `32` |
| Relative slew margins | `95.4%` |
| Total cells reported by yosys after synthesis | `32` |
| Placed instance area | `1340 um2` |
| 1st-pass router iterations | `2` |
| Average detailed-routed wire length per instance | `12.7 um` |
| Chip Area | `6720 um2` |
| Clock transition time at the flip-flop clock pins of the worst setup and hold paths | `0.06 ns` |
| Via density per instance | `3.26` |
| RSZ-0062 raised after global routing | `false` |
| Sequential Power Share | `54.0%` |
| Multi-In Gates | `0` |
| Post-synth seq share | `100%` |
| Number of maximum-capacitance constraint violations | `0` |
| Clock period minus worst slack | `0.953 ns` |
| Count of hold buffers inserted by post-cts repair | `0` |
| Antenna viol nets, final | `0` |
| Number of placed I/O pins | `65` |
| Share of the core filled with cells | `37.7%` |
| Number of remaining DRC errors | `0` |
| Number of antenna violations at the first check in global routing | `0` |
| Floorplan row count | `22` |
| Initial cell density of the core | `17.4%` |
| Leakage power | `0.582 nW` |
| Top logic cell by instance count in the layout | `sky130_fd_sc_hd__clkdlybuf4s50_1` |
| Overflow after GRT | `0` |
| Upper clock frequency limit | `1050 MHz` |
| Setup violation total in the final timing report | `0` |
| Data required time of the worst path | `0.80 ns` |
| Final total negative setup slack | `0 ns` |
| Layout area overhead | `117%` |
| Commonest cells after routing, fill and taps aside | `32 x sky130_fd_sc_hd__clkdlybuf4s50_1, 21 x sky130_fd_sc_hd__clkdlybuf4s15_1, 20 x sky130_fd_sc_hd__dfxtp_1` |
| Clock network fraction of total power | `38.3%` |
| Yosys warning total | `1` |
[cell usage after synthesis]
master	instances	area [um2]
sky130_fd_sc_hd__dfxtp_1	32	641
[cell families (layout without fill, tap and decap cells)]
| family | after synthesis | after routing | share of synthesized area, % |
|---|---|---|---|
| flops | 32 | 32 | 100 |
| buf+inv | 0 | 72 | 0 |
[power groups by stage]
stage     registers, W  clock network [W]  logic [W]
4_1_cts        0.00136            0.00102   0.000215
5_1_grt        0.00137            0.00109   0.000215
6_report       0.00136           0.000967   0.000195
[per-stage QoR]
| step | hold slack, ns | instances |
|---|---|---|
| 3_3_place_gp | 0.651 | 144 |
| 2_1_floorplan | 0.228 | 32 |
| 4_1_cts | 0.347 | 152 |
| 3_5_place_dp | 0.652 | 144 |
| 6_report | 0.359 | 152 |
| 5_1_grt | 0.330 | 152 |
[area by class of cell]
type | instances | area, um2
timing repair buffer | 64 | 586
tap | 48 | 60.1
sequential | 32 | 656
clock buffer | 8 | 90.1
fill | 367 | 2300
[what timing repair did]
| action | CTS | global route |
|---|---|---|
| endpoints found under the setup margin | 32 | 16 |
| gates resized | 65 | 22 |
| hold endpoints to repair | 0 | 0 |
[path summary, 6_finish.rpt]
check | cells after the start | endpoint
worst max-delay path | 1 | currPC[9]
worst min-delay path | 1 | PC[19]
[per-layer routing]
layer | vias to the layer above | GRT usage (%) | routed length, um
met2 | 43 | 7.84 | 816
met3 | 5 | 5.51 | 401
met4 | 0 | 1.36 | 47
li1 | 237 | - | -
met5 | - | 0 | 0
met1 | 210 | 6.33 | 670
Power is estimated from default activity; no workload was simulated.
