==> design/flow/design.v <==
module controlPath(
    input wire clk,
    input wire zero,
    input wire [31:0] instruction,
    input wire [31:0] PC4,
    input wire [31:0] branchTgt,
    input wire [31:0] MemOut,
    input wire [31:0] ALUOut,
    input wire [31:0] Reg2Val,
    output reg MemRd,
    output reg MemWr,
    output reg RegWr,
    output reg [3:0] ALUOp,
    output reg [31:0] ALUInput2,
    output reg [31:0] newPC,
    output reg [31:0] offset,
    output reg [31:0] WrRegData,
    output reg [4:0] Rs,
    output reg [4:0] Rt,
    output reg [4:0] WrReg,
    output reg [31:0] Addr,
    output reg [31:0] Data
);
    wire [4:0] Rd;
    assign Rd = instruction[15:11];
    wire [5:0] opcode;
    assign opcode = instruction[31:26];
    assign Rs = instruction[25:21];
    assign Rt = instruction[20:16];
    wire [5:0] funct; 
    assign funct = instruction[5:0];
    wire [15:0] immediate;
    assign immediate = instruction[15:0];
    wire signed [31:0] sign_ext_imm;
    assign sign_ext_imm = {{16{immediate[15]}}, immediate};
    always @(posedge clk) begin
        case(opcode)
            6'b000000: begin
                case(funct)
                    6'b100000: ALUOp <= 4'b0010;
                    6'b100010: ALUOp <= 4'b0011;
                    6'b100100: ALUOp <= 4'b0000;
                    6'b100101: ALUOp <= 4'b0001;
                    default: ALUOp <= 4'b0000;
                endcase
                ALUInput2 <= Reg2Val;
                WrReg <= Rd;
                RegWr <= 1'b1;
                MemRd <= 1'b0;
                MemWr <= 1'b0;
            end
            6'b001000: begin
                ALUOp <= 4'b0010;
                ALUInput2 <= sign_ext_imm;
                WrReg <= Rt;
                RegWr <= 1'b1;
                MemRd <= 1'b0;
                MemWr <= 1'b0;
            end
            6'b001100: begin
                ALUOp <= 4'b0000;
                ALUInput2 <= {16'b0, immediate};
                WrReg <= Rt;
                RegWr <= 1'b1;
                MemRd <= 1'b0;
                MemWr <= 1'b0;
            end
            6'b001101: begin
                ALUOp <= 4'b0001;
                ALUInput2 <= {16'b0, immediate};
                WrReg <= Rt;
                RegWr <= 1'b1;
                MemRd <= 1'b0;
                MemWr <= 1'b0;
            end
            6'b000100: begin
                ALUOp <= 4'b0011;
                ALUInput2 <= Reg2Val;
                if (zero) begin
                    newPC <= branchTgt;
                end else begin
                    newPC <= PC4;
                end
                RegWr <= 1'b0;
                MemRd <= 1'b0;
                MemWr <= 1'b0;
            end
            6'b000101: begin
                ALUOp <= 4'b0011;
                ALUInput2 <= Reg2Val;
                if (!zero) begin
                    newPC <= branchTgt;
                end else begin
                    newPC <= PC4;
                end
                RegWr <= 1'b0;
                MemRd <= 1'b0;
                MemWr <= 1'b0;
            end
            default: begin
                ALUOp <= 4'b0000;
                newPC <= PC4;
                RegWr <= 1'b0;
                MemRd <= 1'b0;
                MemWr <= 1'b0;
            end
        endcase
    end
endmodule
==> design/flow/run.sh <==
#!/bin/bash
# OpenROAD 26Q1-2900-gdf79404cd8, Yosys 0.63+post, stock flow scripts
make -C /OpenROAD-flow-scripts/flow DESIGN_CONFIG=/design/flow/config.mk WORK_HOME=/design/flow/orfs finish
==> design/flow/config.mk <==
export PLATFORM = sky130hd
export DESIGN_NAME = controlPath
export DESIGN_NICKNAME = controlPath
export VERILOG_FILES = /design/flow/design.v
export SDC_FILE = /design/flow/constraint.sdc
export NUM_CORES = 4
export LEC_CHECK = 1
export CORE_AREA = 10 10 193 193
export DIE_AREA = 0 0 203 203
==> design/flow/constraint.sdc <==
current_design controlPath

set clk_period 14.5
set clk_io_pct 0.2

create_clock -name clk0 -period $clk_period [get_ports {clk}]

set non_clock_inputs [all_inputs -no_clocks]
set_input_delay [expr $clk_period * $clk_io_pct] -clock clk0 $non_clock_inputs
set_output_delay [expr $clk_period * $clk_io_pct] -clock clk0 [all_outputs]
==> flow_metrics.rpt <==
IMPLEMENTATION SUMMARY REPORT
----------------------------------------------------
[Logic synthesis]
  Synthesized area per cell ........................ 13.1 um2
  Area of the mapped netlist ........................ 4160 um2
  Yosys Instances ........................ 317
  Yosys Chip Area ........................ 4160 um2
  Top cells by area ........................ edfxtp_1 50%, buf_4 26%, mux2_2 13%
  Synth Warn # ........................ 131
  Synth top area share ........................ 49.8%
  Share of synthesized area occupied by flip-flops and latches ........................ 51.3%
  Number of cells produced by synthesis ........................ 317
  Most area-hungry cell type in the Yosys netlist ........................ edfxtp_1
  Synth Register Bits ........................ 72
  Post-synthesis cell type count ........................ 30

[Timing]
  Unrepaired setup endpoints after global routing ........................ false
  Number of endpoints with negative hold slack in the final report ........................ 0
  Maximum frequency from static timing analysis ........................ 0.145 GHz
  Setup violation total in the final timing report ........................ 0
  Post-route minimum period ........................ 6880 ps
  Worst slew pin tran ........................ 812 ps
  Final-report max-slew violation count ........................ 0
  Final Cycle Share ........................ 47.4%
  Slew Limit Headroom ........................ 45.4%
  Final WS setup ........................ 7620 ps
  Aggregate negative setup slack ........................ 0 ps

[Global route]
  Met2 routing resource usage after global routing ........................ 10.7%
  Global routing usage on met3 ........................ 3.89%
  Met1 track demand over resource ........................ 8.10%
  Total overflow reported by the global router ........................ 0
  GRT Util Overall ........................ 6.80%
  Global-route wire length before repair ........................ 20300 um
  Gr busiest metal ........................ met2
  Via count of the first global-routing pass ........................ 3005
  Maximum number of pins on one net before global-route repair ........................ 35
  Antenna violations before repair ........................ 1

[Layout]
  Commonest cells after routing, fill and taps aside ........................ 201 x clkdlybuf4s50_1, 132 x conb_1, 69 x edfxtp_1, 48 x mux2_2, 16 x a21o_1
  Most frequently placed logic cell in the final layout ........................ clkdlybuf4s50_1
  Synth-to-Final Area Change ........................ 55.3%
  Filler cell count ........................ 3585
  Non-Filler Instances ........................ 962
  Final design utilization ........................ 19.7%
  Fraction of layout instances using a drive strength above 1 ........................ 15.2%

[Routing]
  Number of optimization iterations in the first detailed-route pass ........................ 5
  Routed length per placed instance ........................ 15.5 um
  Initial DRC count ........................ 53
  Count of unresolved DRC violations after routing ........................ 0
  Detailed-route wire length ........................ 14900 um
  Detailed-route vias per instance ........................ 2.79
  Total number of vias ........................ 2681
  Post-detailed-route count of antenna-violating nets ........................ 0
  Diode count ........................ 0

[Power]
  IR drop worst, VDD ........................ 0.0525 mV
  Overall power consumption ........................ 0.575 mW
  Power density of the placed cells ........................ 89.0 nW/um2
  P_leak ........................ 2.52 nW

[Worst setup path]
  Startpoint kind of the worst setup timing path ........................ input port
  Largest stage delay on the critical path ........................ 560 ps
  Most used cell, CP ........................ clkdlybuf4s50_1
  Cells traversed along the worst timing path ........................ clkdlybuf4s50_1 -> clkdlybuf4s50_1
  Kind of capture point of the worst setup path ........................ output pin
  Critical path buffer and inverter count ........................ 2
  Family with the most delay on the worst path ........................ buffers and inverters
  Type of the setup path with the least slack ........................ input port to output pin
  Endpoint arrival time on the critical path ........................ 3980 ps
  Largest fanout on the critical path ........................ 2
  Worst Path Required ........................ 11600 ps
  Max stage delay cell, worst path ........................ clkdlybuf4s50_1

[Die]
  Placeable core area ........................ 32800 um2
  I/O pin count ........................ 408
  Cell Rows ........................ 66
  Die area ........................ 41200 um2
  DIE HEIGHT ........................ 203 um
  Die extent in x ........................ 203 um
  FP Util ........................ 12.7%

[Clock tree]
  H-Tree Level Count ........................ 3
  Clock-pin transition on the worst setup and hold timing paths ........................ 60 ps
  Hold-fix buffers, CTS ........................ 0
  Clock tree from TritonCTS ........................ done
  Largest buffer count on any clock path ........................ 2
  Post-CTS repair timing setup buffer count ........................ 0
  CTS resizes ........................ 0
  Clock root cell ........................ clkbuf_16
  Number of clock buffers inserted by TritonCTS ........................ 9
  TritonCTS Sinks ........................ 72

[Flow run]
  Number of warnings the tools reported ........................ 89
  Count of maximum capacitance violations ........................ 0

[Placed design]
  Number of port buffers ........................ 201
  Total half-perimeter wirelength after legalization and detailed placement ........................ 12300 um
  Placed instance count ........................ 946
  GPL Wtd Cong ........................ 0.780
  Post-Place Worst Slack ........................ 7630 ps

[Status]
  Outcome ........................ finished clean

[Min path]
  Min-delay worst type ........................ input port to flop

----------------------------------------------------
==> final cells by class <==
class / count / area (um2) / share of cell area, %
Timing Repair Buffer: 206 / 2050 / 31.7
Clock buffer: 9 / 225 / 3.49
Inverter: 4 / 15.0 / 0.232
Tap cell: 442 / 553 / 8.56
Clock inverter: 7 / 85.1 / 1.32
Multi-Input combinational cell: 222 / 1400 / 21.7
Sequential cell: 72 / 2130 / 33.0
==> power by group <==
group	leakage, nW	internal, mW	switching [mW]
Sequential	0.696	0.242	0.00298
Combinational	1.67	0.0602	0.0233
Clock	0.152	0.149	0.0973
Total	2.52	0.452	0.124
==> cells in the mapped netlist <==
master	number
buf_4	143
edfxtp_1	69
mux2_2	48
a21o_1	16
mux2_4	5
buf_2	4
inv_1	4
dfxtp_1	3
clkbuf_1	2
nor2_1	2
nor2b_1	2
a211oi_1	1
a21boi_1	1
a21oi_1	1
a311oi_1	1
buf_6	1
conb_1	1
nand2b_1	1
nand3_1	1
nand3b_1	1
nor3_1	1
nor3_4	1
o21bai_1	1
o221a_2	1
or3_1	1
or3_2	1
or3_4	1
or3b_2	1
or4b_2	1
xor2_1	1
==> worst paths after layout <==
check | cells after the start | from | to | slack (ps)
worst max-delay path | 2 | instruction[20] | Rt[4] | 7620
worst min-delay path | 2 | Reg2Val[21] | ALUInput2[21] | 3190
==> routing by layer <==
layer	wire (um)	part of all wire (%)
met1	6090	41
met2	6720	45
met3	1800	12
met4	256	1.7
met5	13	0.087
==> registers in the layout (all words and copies together), names as in the netlist <==
register	cells
ALUInput2	32
newPC	32
WrReg	5
ALUOp	2
RegWr	1
==> per-stage QoR <==
step	cell area, um2	hold slack [ps]
detailed placement	6150	3560
global route	6460	3160
finish	6460	3190
CTS	6460	3160
floorplan	4650	3000
global placement	6150	3560
==> cells by family (layout without fill, tap and decap cells) <==
kind of cell / count (synthesis) / in the layout / share of synthesized area, %
xor gates and xnor gates: 1 / 1 / 0.211
AOI/OAI and AO/OA: 22 / 22 / 4.03
DFF: 72 / 72 / 51.3
buffers and inverters: 154 / 226 / 27.1
muxes: 53 / 53 / 14.8
and+or+nand+nor: 14 / 14 / 2.50
other: 1 / 132 / 0.0902
Power and IR drop assume default switching activity.
